==> ./run.sh <==
#!/bin/bash
# OpenROAD 26Q1-2900-gdf79404cd8, Yosys 0.63+post, stock flow scripts
make -C /OpenROAD-flow-scripts/flow DESIGN_CONFIG=/design/flow/config.mk WORK_HOME=/design/flow/orfs finish
==> ./config.mk <==
export PLATFORM = sky130hd
export DESIGN_NAME = main
export DESIGN_NICKNAME = main
export VERILOG_FILES = /design/flow/design.v
export SDC_FILE = /design/flow/constraint.sdc
export NUM_CORES = 4
export LEC_CHECK = 1
export CORE_UTILIZATION = 40
==> ./constraint.sdc <==
current_design main

set clk_period 1.0
set clk_io_pct 0.2

create_clock -name clk0 -period $clk_period [get_ports {CLK}]

set non_clock_inputs [all_inputs -no_clocks]
set_input_delay [expr $clk_period * $clk_io_pct] -clock clk0 $non_clock_inputs
set_output_delay [expr $clk_period * $clk_io_pct] -clock clk0 [all_outputs]
==> ./design.v <==
`timescale 1ns / 1ps
module Comparador_16b(entrada1, entrada2, salida
    );
    input [15:0] entrada1, entrada2;
    output reg salida;
    always @(entrada1)
        if (entrada1 == entrada2)
            salida <= 1'b1;
        else 
            salida <= 1'b0;
endmodule
`timescale 1ns / 1ps
module Comparador_19b(entrada1, entrada2, salida
    );
    input [18:0] entrada1, entrada2;
    output reg salida;
    always @(entrada1)
        if (entrada1 == entrada2)
            salida <= 1'b1;
        else 
            salida <= 1'b0;
endmodule
`timescale 1ns / 1ps
module Comparador_4b(entrada1, entrada2, salida
    );
    input [3:0] entrada1, entrada2;
    output reg salida;
    always @(entrada1)
        if (entrada1 == entrada2)
            salida <= 1'b1;
        else 
            salida <= 1'b0;
endmodule
`timescale 1ns / 1ps
module Contador_16b(CLK, RST, Q
    );
    input CLK, RST;
    output reg [15:0] Q;
    always @(posedge CLK)
        if (RST)
            Q <= 16'b0;
        else 
            Q <= Q + 1'b1;
endmodule
`timescale 1ns / 1ps
module Contador_19b(CLK, RST, Q
    );
    input CLK, RST;
    output reg [18:0] Q;
    always @(posedge CLK)
        if (RST)
            Q <= 19'b0;
        else 
            Q <= Q + 1'b1;
endmodule
`timescale 1ns / 1ps
module Contador_4b(CLK, RST, Q
    );
    input CLK, RST;
    output reg [3:0] Q;
    always @(posedge CLK or posedge RST)
        if (RST)
            Q <= 3'b0;
        else 
            Q <= Q + 1'b1;
endmodule
`timescale 1ns / 1ps
module Divisor_Frec (CLK, RESET, CLK_U, CLK_D
);
    input CLK, RESET;
    output wire CLK_U, CLK_D;
    wire [15:0] Sal_Contador_16b;
    wire [18:0] Sal_Contador_19b;
    wire Sal_Comp_16b;
    wire Sal_Comp_19b;
    wire RST_16b = RESET | Sal_Comp_16b;
    wire RST_19b = RESET | Sal_Comp_19b;
    wire [15:0] entrada_16b = 16'd49999;
    wire [18:0] entrada_19b = 19'd499999;
    Contador_16b Contador1(CLK, RST_16b, Sal_Contador_16b
    );
    Comparador_16b Comparador1(Sal_Contador_16b, entrada_16b, Sal_Comp_16b
    );
    FF_T Salida_Unidades(CLK, Sal_Comp_16b, RESET, CLK_U
    );
    Contador_19b Contador2(CLK, RST_19b, Sal_Contador_19b
    );
    Comparador_19b Comparador2(Sal_Contador_19b, entrada_19b, Sal_Comp_19b
    );
    FF_T Salida_Decenas(CLK, Sal_Comp_19b, RESET, CLK_D
    );
endmodule
`timescale 1ns / 1ps
module FF_JK(CLK, J, K, RST, Qn
    );
    input CLK, J, K, RST;
    output reg Qn;
    wire [1:0] JK;
    assign JK[0] = K;
    assign JK[1] = J;
    always @(posedge CLK or posedge RST)
        if (RST) begin
            Qn <= 1'b1;
        end
        else begin
            case(JK)
                2'b00: Qn <= Qn;
                2'b01: Qn <= 1'b1;
                2'b10: Qn <= 1'b0;
                2'b11: Qn <= ~Qn;
            endcase
        end
endmodule
`timescale 1ns / 1ps
module FF_T(CLK, T, RST, Qn
    );
    input CLK, RST, T;
    output reg Qn;
    always @(posedge CLK or posedge RST)
        if (RST) begin
            Qn <= 1'b1;
        end 
        else if(T) begin
            Qn <= ~Qn;
        end 
        else begin
            Qn <= Qn;
        end
endmodule
`timescale 1ns / 1ps
module main(
    input Start, RST, CLK,
    output [7:0] Count
    );
    wire RESET;
    wire RST_CONTROL;
    assign RST_CONTROL = (RST_COMP_U & RST_COMP_D) | RST;
    FF_JK Modulo_Control(CLK, Start, 0, RST_CONTROL, RESET
    );
    wire CLK_U, CLK_D; 
    Divisor_Frec divisor_de_frecuencia (CLK, RESET, CLK_U, CLK_D);
    wire [3:0] QU, QD;
    wire RST_COMP_U, RST_COMP_D;
    wire RESET_U = RESET | RST_COMP_U;
    wire RESET_D = RESET | RST_COMP_D;
    Contador_4b Unidades(CLK_U, RESET_U, QU
    );
    Contador_4b Decenas(CLK_D, RESET_D, QD
    );
    wire [3:0] valor_comparar = 4'd10;
    Comparador_4b Comp_Unidades(QU, valor_comparar, RST_COMP_U
    );
    Comparador_4b Comp_Decenas(QD, valor_comparar, RST_COMP_D
    );
    assign Count[0] = QU [0];
    assign Count[1] = QU [1];
    assign Count[2] = QU [2];
    assign Count[3] = QU [3];
    assign Count[4] = QD [0];
    assign Count[5] = QD [1];
    assign Count[6] = QD [2];
    assign Count[7] = QD [3];
endmodule
==> flow_summary.toml <==
# yosys + openroad results
[power]
internal_power_mw = 3.47
peakVddDrop_uv = 1160
share_seq_of_total_power = 0.433
comb_power_share = 0.356
switching_share = 0.323
p_sw_mw = 1.66
p_per_area_mw_per_mm2 = 1750
totalPowerFinal_mw = 5.13
p_leak_nw = 1.14
clock_power_share = 0.211

[worst_setup_path]
end_kind = "register"
path_max_fanout = 11
r2r_end = "divisor_de_frecuencia.Contador2.Q[8]"
worst_r2r_path_depth = 5
r2r-start = "divisor_de_frecuencia.Contador2.Q[14]"
worstPathArrival_ns = 2.06
critPathKind = "reg2reg"
critPathRequiredTime_ns = 1.18
critPathLaunchType = "register"
r2r_slack_ns = -0.88

[grt]
grt_pass1_vias = 1597
antenna_found_initial = 0
grt_overflow = 0
grt_pass1_wl_um = 7140
grt_util_all_layers = 0.176
grt_max_degree = 13

[placed_design]
post_dp_cell_area_mm2 = 0.00261
gp_congestion = 0.781
io_buffers = 10
hpwl_um = 2730

[floorplan]
core_area_mm2 = 0.00479
fp_util = 0.419
dieHeight_um = 72.8
pin_count = 11
num_rows = 25
die_area_mm2 = 0.00530
fp.dieW_um = 72.8

[synthesis]
syn_area_mm2 = 0.00201
synthDistinctLibCells = 28
postSynthSeqShare = 0.488
yosys_warnings = 12
top_area_cell = "dfxtp_1"
ys_ff = 46
ys_chip_area_mm2 = 0.00201
area_leaders = "dfxtp_1, xnor2_1, dfrtp_1, nor2_1, dfstp_2"
syn_area_per_cell_um2 = 9.29
yosys.area.top_type_share = 0.349
syn_inst = 216
ys_cells = 216

[sta]
unclocked_pins = 8
untimed_endpoints = 16
tightest_slew_ns = 0.402
hold_slack_ns = 0.288
clock_skew_ns = 0.0106
period_used_share = 1.88
slew_violations = 0
rsz0062_at_grt = "true"
hold_violations = 0
setup_viol = 36
setup_ws_ns = -0.877
fmax_mhz = 533
slew-limit-headroom = 0.730
fin_crit_ns = 1.88

[routing]
drt-initial-drc-count = 40
drtPass1Iterations = 4
drt_wl_total_um = 4010
vias = 1653
diodes = 0
viasPerCell = 4.70
drt-wirelength-per-cell_um = 11.4
drc = 0
antenna_left = 0

[layout]
fill_cells = 396
syn_to_final_growth_pct = 46.5
finish.instance_area_mm2 = 0.00294
most-common-layout-cells = "buf_4, nor2_1, xnor2_1"
final_common_cell = "buf_4"
utilization = 0.614
drive_above_1_share = 0.389

[clock_tree]
root_buffer = "clkbuf_8"
htree_levels = 2
cts_buffers = 5
clock_latency_ns = 0.29
cts_tree = "done"
clk_path_buf_depth = 2
clkSlewWorstSetupHoldPaths_ns = 0.08

[status]
failed_checks = "negative setup slack"
outcome = "finished with violations"

[run]
max-cap-violations = 0
warnings = 30

[min_path]
hp-class = "in2async"
==> layer usage <==
metal	global-route usage	up-vias	wire length (µm)
li1	-	863	-
met1	0.271	775	2090
met2	0.270	11	1770
met3	0.0406	4	108
met4	0.0174	0	40
met5	0	-	0
==> logic make-up (layout without fill, tap and decap cells) <==
family                     count (synthesis)  in the layout  synth area share
DFF                                       46             46             0.488
AOI/OAI and AO/OA                          6              6            0.0231
xor gates and xnor gates                  35             35             0.153
and+or+nand+nor                          107            107             0.261
adders and majority gates                  6              6            0.0374
buffers and inverters                     16             85            0.0374
==> Yosys cell counts <==
cell / n
a21oi_1: 2
a31o_2: 1
a31oi_1: 1
and3_1: 2
buf_6: 2
clkbuf_1: 2
dfrtp_1: 8
dfstp_2: 3
dfxtp_1: 35
ha_1: 6
inv_1: 12
nand2_1: 10
nand3_1: 14
nand3_2: 1
nand3b_1: 1
nand4_1: 8
nor2_1: 45
nor3_1: 9
nor4_1: 9
nor4b_1: 1
o21ai_0: 1
o21ai_4: 1
or3_1: 2
or4_1: 3
or4_4: 1
or4b_1: 1
xnor2_1: 30
xor2_1: 5
==> final cells by class <==
type                    instances  area [µm²]  share of cell area
repair buffers                 65         572               0.195
clock buffers                   6        82.6              0.0281
clock inverters                 2        12.5             0.00426
multi-input cells             154        1150               0.391
inverters                      12        45.0              0.0153
flip-flops and latches         46         995               0.338
well taps                      67        83.8              0.0285
==> worst max-delay path, cell delays in order, from the launching register on <==
cell and delay, ns:
dfxtp_1 0.31, or4b_1 0.51, or4_4 0.57, o21ai_4 0.16
buf_6 0.17, nor2_1 0.05
==> flip-flops by register name (all words and copies together), names as in the netlist <==
name and flops:
Decenas.Q 4, Modulo_Control.Qn 1, Unidades.Q 4, divisor_de_frecuencia.Contador1.Q 16, divisor_de_frecuencia.Contador2.Q 19, divisor_de_frecuencia.Salida_Decenas.Qn 1, divisor_de_frecuencia.Salida_Unidades.Qn 1
==> timing repair <==
item / 4_1_cts / 5_1_grt
hold buffers: 0 / 0
cloned: 1 / 0
pin swaps: 12 / 9
endpoints found under the hold margin: 0 / 0
setup endpoints to repair: 36 / 38
setup buffers: 8 / 2
gates resized: 23 / 21
==> worst max-delay path by stage <==
| stage | start | end | slack (ns) |
|---|---|---|---|
| after global routing | divisor_de_frecuencia.Contador2.Q[14] | divisor_de_frecuencia.Contador2.Q[16] | -0.92 |
| after CTS | divisor_de_frecuencia.Contador2.Q[14] | divisor_de_frecuencia.Contador2.Q[8] | -0.88 |
| final | divisor_de_frecuencia.Contador2.Q[14] | divisor_de_frecuencia.Contador2.Q[8] | -0.88 |
==> through the flow <==
| step | TNS, ns | setup WS [ns] | std cells |
|---|---|---|---|
| 6_report | -22.16 | -0.877 | 352 |
| 5_1_grt | -23.47 | -0.918 | 352 |
| 4_1_cts | -22.66 | -0.881 | 353 |
| 3_5_place_dp | -21.44 | -0.879 | 337 |
| 3_3_place_gp | -20.94 | -0.867 | 337 |
| 2_1_floorplan | -20.06 | -0.937 | 216 |
==> power groups by stage <==
stage	Combinational [mW]	Sequential, mW	Clock (mW)
4_1_cts	1.72	2.20	1.12
5_1_grt	2.02	2.26	1.21
6_report	1.83	2.22	1.08
No activity file was given, so power comes from the tool's default toggle rates.
